**flow/design.v**
```verilog
`timescale 1ns / 1ps
module regfile(rna, rnb, d, wn, we, clk, clrn, qa, qb);
	input [4:0] rna, rnb, wn;
	input [31:0] d;
	input we, clk, clrn;
	output [31:0] qa, qb;
	reg [31:0] register [1:31];
	assign qa = (rna == 0) ? 0 : register[rna];
	assign qb = (rnb == 0) ? 0 : register[rnb];
	integer i;
	initial
	begin
		for (i = 1; i < 32; i = i + 1)
			register[i] <= 0;
	end
	always @(posedge clk or posedge clrn) 
	begin
		if (clrn == 1) begin
			for (i = 1; i < 32; i = i + 1)
				register[i] <= 0;
		end else if ((wn != 0) && we)
			register[wn] <= d;
	end
endmodule
```
**flow/constraint.sdc**
```tcl
current_design regfile

set clk_period 11.4
set clk_io_pct 0.2

create_clock -name clk0 -period $clk_period [get_ports {clk}]

set non_clock_inputs [all_inputs -no_clocks]
set_input_delay [expr $clk_period * $clk_io_pct] -clock clk0 $non_clock_inputs
set_output_delay [expr $clk_period * $clk_io_pct] -clock clk0 [all_outputs]
```
**flow/run.sh**
```bash
#!/bin/bash
# OpenROAD 26Q1-2900-gdf79404cd8, Yosys 0.63+post, stock flow scripts
make -C /OpenROAD-flow-scripts/flow DESIGN_CONFIG=/design/flow/config.mk WORK_HOME=/design/flow/orfs finish
```
**flow/config.mk**
```make
export PLATFORM = sky130hd
export DESIGN_NAME = regfile
export DESIGN_NICKNAME = regfile
export VERILOG_FILES = /design/flow/design.v
export SDC_FILE = /design/flow/constraint.sdc
export NUM_CORES = 4
export LEC_CHECK = 1
export CORE_UTILIZATION = 30
```
==> flow_summary.yaml <==
# yosys + openroad results
synth:
  mappedNetlistArea_sq_mm: 0.04924
  top_area_cell: "dfrtp_1"
  area_leaders: "dfrtp_1 50%, mux2_2 20%, a22oi_1 12%, mux2_1 2.6%, buf_2 1.8%"
  synth.top_cell.area_share_pct: 50.42
  ys_seq_share_pct: 50.42
  ys_chip_area_sq_mm: 0.04924
  yosysWarnings: 2
  synth_cell_types: 64
  ff_type: "dfrtp_1"
  synth_flops: 992
  syn_area_per_cell_sq_um: 11.77
  async_flop_share_pct: 100.0
  yosys_cells: 4183
  edf_count: 0
  synthCells: 4183
route:
  route.met3.wl_microns: 45260
  top_layer_used: "met5"
  drtAntennaViolNets: 0
  wl_per_cell_microns: 39.34
  met2_length_microns: 99450
  drt_pass1_iterations: 10
  drt_iter0_markers: 6210
  viasPerCell: 6.668
  vias: 43020
  drc: 0
  routed_wl_microns: 253800
  met1_length_microns: 87010
finish:
  drive_gt1_share_pct: 31.93
  lay_top_count: "dfrtp_1"
  largestRegisters: "register (992)"
  synthToLayoutAreaGrowth_pct: 16.11
  instances_no_fill: 6451
  final_cell_mix: "992 x dfrtp_1, 876 x mux2_2, 812 x a22oi_1, 198 x buf_4, 167 x a21oi_1"
  largest_reg_flops: 992
  regMostFlops: "register"
global_routing:
  grt_use_total_pct: 31.06
  antenna_found_initial: 14
  grt_pass1_vias: 42240
  grt_pass1_wl_microns: 349200
  grt_max_degree: 121
  grt_overflow_total: 0
final_timing:
  final_hold_viol_count: 0
  relSlewSlack_pct: 23.14
  period_minus_slack_ns: 9.374
  setup_viol: 0
  finalClockPeriodUsage_pct: 82.23
  finalClockSkew_ns: 0
  maxSlewViolCount: 0
  worst_pin_slew_ns: 1.150
  setup_slack_ns: 2.026
  max_freq_ghz: 0.1067
  rsz0062_at_grt: "false"
job:
  cap_violations: 0
  tool_warnings: 38
critical_path:
  end_kind: "output pin"
  cp_max_fo: 17
  slowest_delay_ns: 1.03
  worstPathRequired_ns: 9.12
  critPathKind: "input port to output pin"
  critPathTopFamily: "buffers and inverters"
  worstPathArrival_ns: 7.09
  crit_path_start_kind: "input port"
  worstPathCellList: "clkdlybuf4s50_1 -> nand3_1 -> nor2_4 -> buf_4 -> a222oi_1 -> nand3_1 -> nor2_1 -> a21oi_1 -> clkdlybuf4s50_1"
  crit_buf_inv: 3
  slowest_stage: "nor2_4"
clock_network:
  post_cts_buffers: 0
  cts_tree: "done"
  cts.clk_slew.worst_paths_ns: 0.06
  clk_latency_ns: 0.72
  cts_max_path_buffers: 3
  cts-root-buf: "clkbuf_16"
  ctsResizeCount: 0
  cts_made_buffers: 106
  htreeDepth: 3
  cts.sinks: 992
  cts_hold_buf: 0
die:
  fp.dieH_microns: 407.1
  rows: 148
  core_sq_mm: 0.1628
  ios: 114
  fp-utilization_pct: 30.25
  chipArea_sq_mm: 0.1657
  die_width_microns: 407.1
placed_design:
  pre_cts_ws_ns: 2.497
  numPortBuffers: 113
  routabilityCongestion: 1.052
  dp_hpwl_microns: 149300
  dp_cells: 6245
power:
  powerDensity_mw_per_mm2: 176.9
  power.leakage_nw: 24.19
  ir_worst_vdd_mv: 0.1285
min_path:
  hold_path_class: "flop to flop"
run_status:
  status: "finished, final reports clean"
cell usage after synthesis, types with 3 or more instances:
cell type,count
buf_2,178
or3_1,6
a22o_1,9
mux2_2,876
nor2_4,3
a311oi_1,3
mux2_1,113
nand2_1,172
a2111oi_0,3
a32oi_1,6
nor2b_1,7
dfrtp_1,992
a21oi_1,167
nor2_2,8
a221oi_1,6
buf_4,8
nor3_1,59
nand4b_1,4
a22oi_1,812
nor4_1,21
nand3b_1,8
o211ai_1,5
mux2i_1,11
nor4b_1,3
o21ai_0,25
nand4_1,120
nor4_2,3
a222oi_1,44
nor2_1,130
buf_1,35
clkbuf_1,205
and3_1,4
o32ai_1,3
a211oi_1,4
inv_1,11
nand3_1,60
or3b_1,5
nand2b_1,11
a31oi_1,9
through the flow:
stage | instance area, sq um | hold slack, ns | power (W) | TNS (ns) | util [%]
floorplan | 49240 | 0.4800 | 0.005544 | -4509.96 | -
global placement | 53330 | 0.4977 | 0.006261 | 0 | 32.76
detailed placement | 53330 | 0.5082 | 0.006281 | 0 | 32.76
CTS | 57140 | 0.5223 | 0.01005 | 0 | 35.10
global route | 57140 | 0.5330 | 0.01040 | 0 | 35.11
finish | 57170 | 0.5239 | 0.01011 | 0 | 35.12
cells by family after synthesis:
group | count (synthesis) | share of synthesized area, %
AND-OR/OR-AND | 1112 | 16.28
multiplexers | 1002 | 22.93
flip-flops | 992 | 50.42
AND/OR/NAND/NOR | 640 | 6.518
buffers and inverters | 437 | 3.845
final timing paths:
path                       slack (ns)        startpoint          endpoint  cells after the start
min reg2reg                      0.52  register[10][24]  register[10][24]                      1
max in group asynchronous        6.72              clrn   register[4][12]                      5
min                              0.52  register[10][24]  register[10][24]                      1
max reg2reg                     10.49   register[12][6]   register[12][6]                      1
min in group asynchronous        2.04              clrn   register[2][29]                      2
max                              2.03            rnb[1]            qb[24]                      9
per-layer routing:
metal / vias to the layer above / global-route usage, %
met2: 4114 / 41.39
met5: - / 0.9483
li1: 16080 / -
met3: 1451 / 20.59
met4: 37 / 17.59
met1: 21330 / 37.44
cell type report:
| class | count | area, sq um |
|---|---|---|
| flip-flops and latches | 992 | 24820 |
| well taps | 2175 | 2721 |
| repair buffers | 313 | 2653 |
| clock buffers | 150 | 3131 |
| multi-input cells | 2754 | 23090 |
| diodes | 11 | 27.53 |
| fillers | 15640 | 105600 |
| clock inverters | 45 | 679.4 |
| inverters | 11 | 45.04 |
power by group:
part / total (W) / switching, W / internal (W)
clock network: 0.00381 / 0.00155 / 0.00225
registers: 0.00492 / 0.000713 / 0.00420
logic: 0.00139 / 0.000676 / 0.000710
total: 0.0101 / 0.00294 / 0.00717
No activity file was given, so power comes from the tool's default toggle rates.
