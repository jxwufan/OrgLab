==> ./design.v <==
`timescale 1ns / 1ps
module  Regs(input clk,  rst,  L_S, 
input [4:0]  R_addr_A, R_addr_B, Wt_addr,
input [31:0]  Wt_data,
output [31:0]  rdata_A,  rdata_B
);
	reg [31:0] register [1:31];   
	integer i;
	assign rdata_A = (R_addr_A == 0) ? 0 : register[R_addr_A];  
	assign rdata_B = (R_addr_B == 0) ? 0 : register[R_addr_B];   
	always @(posedge clk or posedge rst) 
	begin 
		if (rst==1)  for (i=1; i<32; i=i+1) register[i] <= 0;  
		else if ((Wt_addr != 0) && (L_S == 1)) 
		register[Wt_addr] <= Wt_data;   
	end
endmodule
==> ./run.sh <==
#!/bin/bash
# OpenROAD 26Q1-2900-gdf79404cd8, Yosys 0.63+post, stock flow scripts
make -C /OpenROAD-flow-scripts/flow DESIGN_CONFIG=/design/flow/config.mk WORK_HOME=/design/flow/orfs finish
==> ./config.mk <==
export PLATFORM = sky130hd
export DESIGN_NAME = Regs
export DESIGN_NICKNAME = Regs
export VERILOG_FILES = /design/flow/design.v
export SDC_FILE = /design/flow/constraint.sdc
export NUM_CORES = 4
export LEC_CHECK = 1
export CORE_UTILIZATION = 50
==> ./constraint.sdc <==
current_design Regs

set clk_period 10.8
set clk_io_pct 0.2

create_clock -name clk0 -period $clk_period [get_ports {clk}]

set non_clock_inputs [all_inputs -no_clocks]
set_input_delay [expr $clk_period * $clk_io_pct] -clock clk0 $non_clock_inputs
set_output_delay [expr $clk_period * $clk_io_pct] -clock clk0 [all_outputs]
==> results.yml <==
# generated from flow reports
run:
  warning_count: 41
  cap_viol_max_count: 0
worst_setup_path:
  required_ns: 8.64
  worst_path_largest_cell_delay_ns: 0.99
  path_class: "in -> out"
  critPathTopFamily: "buffers and inverters"
  cp-end-kind: "primary output"
  cp_slowest_cell: "clkdlybuf4s50_1"
  cp_num_buf_inv: 3
  worst_setup_path_start_kind: "input port"
  crit_chain: "clkdlybuf4s50_1 -> nand2_1 -> nor2_4 -> buf_4 -> a22oi_1 -> nand2_1 -> nor3_1 -> a21oi_1 -> clkdlybuf4s50_1"
  crit_arrival_ns: 6.86
  path_max_fanout: 24
sta:
  timing_hold_violations_final: 0
  worst_slew_margin_rel_pct: 16.1
  slew_viol_final: 0
  max_freq_mhz: 111
  fin_crit_sh_pct: 83.5
  grt_setup_unrepaired: "false"
  worst_slew_pin_slew_ns: 1.26
  fin_crit_ns: 9.02
  tns_ns: 0
  finClkSkew_ns: 0
  setup_viol: 0
synthesis:
  postSynthAreaPerCell_sq_um: 11.8
  synth-main-ff-cell: "dfrtp_1"
  synth_cells: 4196
  common_cells: "dfrtp_1, mux2_2, a22oi_1"
  ys_ff: 992
  ys_cells: 4196
  yosysTopAreaCell: "dfrtp_1"
  yosysWarnings: 2
  top_cell: "dfrtp_1"
  yosys_area_sq_um: 49500
  topCellsByArea: "dfrtp_1, mux2_2, a22oi_1, buf_2, a21oi_1"
  top_area_share_pct: 50.2
  ys_types: 63
  ys_seq_share_pct: 50.2
  synth-edff-count: 0
  syn_area_sq_um: 49500
  synthArstFlopShare_pct: 100
die:
  coreArea_sq_um: 98300
  chip_area_sq_um: 100000
  die_w_microns: 317
  fp_util_pct: 50.3
  ios: 114
  die.size.y_microns: 317
  rows: 115
placed_design:
  portBuffers: 113
  gp_routability_congestion: 1.06
  dp_hpwl_mm: 144
  dp_cells: 5377
power_and_ir_drop:
  p_seq_share_pct: 49.6
  clkPwrFrac_pct: 36.6
  p_int_mw: 7.43
  swShare_pct: 28.8
  power.total_mw: 10.4
  p_sw_mw: 3.01
  p_comb_share_pct: 13.8
  ir_worst_vdd_uv: 157
  powerDensity_nw_per_um2: 186
  power.leakage_nw: 24.2
drt:
  drc: 0
  viasPerCell: 7.70
  dr.pass1.iters: 13
  drt_iter0_drc: 6054
  num_vias: 43000
  ant_nets: 0
  drt-total-wl_mm: 245
  routed_wire_length_per_instance_microns: 43.8
global_route:
  gr-total-overflow: 0
  grt_use_total_pct: 51.7
  grt_pass1_wl_mm: 337
  grt_pass1_vias: 41900
  grt_start_max_net_pins: 123
  antenna_found_initial: 10
cells_and_area:
  reg_top3: "register x992"
  fin_cells: 5588
  fillers: 8117
  area_growth_pct: 13.2
  largest-register: "register"
  largest_reg_flops: 992
  drive_above_1_share_pct: 34.3
worst_hold_path:
  min_path_type: "reg -> reg"
clocking:
  clockBufferDepth: 3
  htree_levels: 3
  ctsResizeCount: 0
  cts_root_buf: "clkbuf_16"
  cts_tree: "done"
  clk_pin_slew_ns: 0.06
  holdBufCountCts: 0
  clkLatencyLatePin_ns: 0.71
  cts_setup_buffers: 0
  cts_buffers: 107
  cts_sinks: 992
run_status:
  outcome: "finished, final reports clean"
-- layout by cell type (no fill, tap or decap), types with 63 or more instances in the layout --
| cell type | instances |
|---|---|
| a21oi_1 | 165 |
| a22oi_1 | 788 |
| buf_4 | 201 |
| clkbuf_16 | 108 |
| clkdlybuf4s50_1 | 110 |
| dfrtp_1 | 992 |
| mux2_2 | 988 |
| nand2_1 | 187 |
| nand3_1 | 63 |
| nand4_1 | 100 |
| nor2_1 | 64 |
| nor2_4 | 67 |
| nor3_1 | 68 |
-- layout make-up --
type | count | area (sq um) | area share (%)
Clock buffer | 151 | 3040 | 5.43
Multi-Input combinational cell | 2774 | 23200 | 41.4
Sequential cell | 992 | 24800 | 44.3
Clock inverter | 47 | 559 | 0.998
Antenna cell | 13 | 32.5 | 0.0581
Tap cell | 1287 | 1610 | 2.87
Timing Repair Buffer | 317 | 2720 | 4.85
Inverter | 7 | 30.0 | 0.0536
-- cells by family (layout without fill, tap and decap cells) --
family / Yosys count / after routing / share of synthesized area [%]
other: 0 / 13 / 0
muxes: 1005 / 1005 / 22.9
buffers and inverters: 430 / 522 / 4.01
and+or+nand+nor: 658 / 658 / 6.71
DFF: 992 / 992 / 50.2
AOI/OAI and AO/OA: 1111 / 1111 / 16.2
-- per-stage QoR --
step / util [%] / area [sq um] / setup slack, ns / hold WS, ns
final: 57.0 / 56000 / 1.78 / 0.520
after global routing: 57.0 / 56000 / 1.97 / 0.542
after CTS: 57.0 / 56000 / 2.23 / 0.520
after detailed placement: 53.3 / 52400 / 2.25 / 0.505
after global placement: 53.3 / 52400 / 2.22 / 0.492
after floorplan: - / 49500 / -5.03 / 0.480
-- worst paths after layout --
path | from | endpoint | slack (ns) | depth (start not counted)
worst min-delay path | register[28][12] | register[28][12] | 0.52 | 1
worst min register to register | register[28][12] | register[28][12] | 0.52 | 1
worst max-delay path | R_addr_B[4] | rdata_B[31] | 1.78 | 9
min in group asynchronous | rst | register[19][21] | 2.00 | 3
worst max register to register | register[24][21] | register[24][21] | 9.72 | 1
max in group asynchronous | rst | register[13][13] | 6.35 | 6
-- power groups by stage --
stage	clock (mW)	combinational [mW]	sequential, mW
CTS	3.84	1.41	5.13
global route	3.97	1.53	5.24
finish	3.82	1.44	5.17
-- routing by layer --
| layer | wire length, microns | vias to the layer above | global-route usage, % |
|---|---|---|---|
| li1 | - | 16200 | - |
| met1 | 85100 | 21400 | 67.4 |
| met2 | 95600 | 4053 | 66.3 |
| met3 | 43200 | 1362 | 33.0 |
| met4 | 20700 | 18 | 29.1 |
| met5 | 260 | - | 1.37 |
Power figures rest on the tool's default switching activity, not on a simulated workload.
